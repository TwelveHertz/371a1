[flow/config.mk]
export PLATFORM = sky130hd
export DESIGN_NAME = inputManager
export DESIGN_NICKNAME = inputManager
export VERILOG_FILES = /design/flow/design.v
export SDC_FILE = /design/flow/constraint.sdc
export NUM_CORES = 4
export LEC_CHECK = 1
export CORE_UTILIZATION = 40
[flow/constraint.sdc]
current_design inputManager

set clk_period 4.9
set clk_io_pct 0.2

create_clock -name clk0 -period $clk_period [get_ports {CLOCK_50}]

set non_clock_inputs [all_inputs -no_clocks]
set_input_delay [expr $clk_period * $clk_io_pct] -clock clk0 $non_clock_inputs
set_output_delay [expr $clk_period * $clk_io_pct] -clock clk0 [all_outputs]
[flow/design.v]
module buttonPressDecoder (newClock, SW, buttonInformation);
	input newClock;
	input [3:0] SW;
	output reg [4:0] buttonInformation;  
	always @(SW)  
	begin
			case(SW)  
			4'b1110: buttonInformation <= 5'b10000; 
			4'b1101: buttonInformation <= 5'b10001;
			4'b1011: buttonInformation <= 5'b10010;
			4'b0111: buttonInformation <= 5'b10011;
			default: buttonInformation <= 5'b00000;
			endcase
	end
endmodule
module clockDivider(CLOCK_50, newClock, preScaler);
	input CLOCK_50;  
	output reg newClock;  
	input [19:0] preScaler;  
	reg [25:0] counter;  
	always @(posedge CLOCK_50)
		begin
		counter = counter + 1;  
			if (counter == preScaler)  
			begin
				newClock = 1;
				counter = 0;
			end
			if (counter == (preScaler>>1))  
			begin
				newClock = 0;
			end
		end
endmodule
module debouncer(newClock, information, key);
	input newClock;
	input [4:0] information;  
	output reg [4:0] key;
	reg [19:0] ringCount;  
	always @(newClock)
	begin
		ringCount <= {ringCount[14:0], information};  
		if ((ringCount[4:0] == ringCount[9:5]) && (ringCount[19:15] == ringCount[14:10]) && (ringCount[9:5] == ringCount[14:10]))  
		begin
			key <= ringCount[9:5];
		end
		else 
		begin
			key <= 5'b0;
		end
	end
endmodule
module decoder(newClock, values, numberKey, operatorKey, equalKey, resetKey, clearKey);
	input newClock;
	input wire [7:0] values;  
	output reg [4:0] numberKey;  
	output reg [4:0] operatorKey;
	output reg [4:0] equalKey;
	output reg [4:0] resetKey;
	output reg [4:0] clearKey;
	always @(values)  
	begin
		case(values)
		8'b01110111: numberKey <= 5'b10001; 
		8'b10110111: numberKey <= 5'b10010; 
		8'b11010111: numberKey <= 5'b10011; 
		8'b01111011: numberKey <= 5'b10100; 
		8'b10111011: numberKey <= 5'b10101; 
		8'b11011011: numberKey <= 5'b10110; 
		8'b01111101: numberKey <= 5'b10111; 
		8'b10111101: numberKey <= 5'b11000; 
		8'b11011101: numberKey <= 5'b11001; 
		8'b10111110: numberKey <= 5'b10000; 
		8'b11100111: operatorKey <= 5'b11111; 
		8'b11101011: operatorKey <= 5'b11110; 
		8'b11101101: operatorKey <= 5'b11101; 
		8'b11011110: equalKey <= 5'b11011; 
		8'b11101110: clearKey <= 5'b11100; 
		8'b01111110: resetKey <= 5'b11010; 
		default:begin  
		operatorKey <= 5'b00000;
		equalKey <= 5'b00000;
		clearKey <= 5'b00000;
		resetKey <= 5'b00000;
		numberKey <= 5'b00000;
		end
		endcase
	end
endmodule	
module inputManager(CLOCK_50, ROW, COL, SW, KEY, numberPulse, buttonPulse, operatorPulse, equalPulse, resetPulse, clearPulse, negativePulse, newClock);
	input CLOCK_50;  
	input [3:0] ROW;  
	input [17:0] SW;  
	input [3:0] KEY;  
	output [3:0] COL;  
	output newClock;  
	output [4:0] buttonPulse, numberPulse, operatorPulse, equalPulse, resetPulse, clearPulse, negativePulse;	
	wire [4:0] numberKey, operatorKey, equalKey, clearKey, resetKey;
	wire [4:0] numberBlock, operatorBlock, equalBlock, clearBlock, resetBlock;
	wire [4:0] buttonInformationBlock, negativeKey;
	wire [4:0] buttonInformation, negativeBlock;
	wire [7:0] values;
	clockDivider clock500Hz(CLOCK_50, newClock, 100000);
	matrixRingCounter keypadMatrixRingCounter(.newClock(newClock), .ROW(ROW), .COL(COL), .values(values));
	decoder matrixDecoder(.values(values), .numberKey(numberKey), .operatorKey(operatorKey), .equalKey(equalKey), .clearKey(clearKey), .resetKey(resetKey), .newClock(newClock)); 
	debouncer numberDebouncer(.newClock(newClock), .information(numberKey), .key(numberBlock));
	debouncer operatorDebouncer(.newClock(newClock), .information(operatorKey), .key(operatorBlock));
	debouncer equalDebouncer(.newClock(newClock), .information(equalKey), .key(equalBlock));
	debouncer clearDebouncer(.newClock(newClock), .information(clearKey), .key(clearBlock));
	debouncer resetDebouncer(.newClock(newClock), .information(resetKey), .key(resetBlock));
	pulseSignal numberPulser(.keyPulse(numberPulse), .key(numberBlock), .newClock(newClock));
	pulseSignal operatorPulser(.keyPulse(operatorPulse), .key(operatorBlock), .newClock(newClock));
	pulseSignal equalPulser(.keyPulse(equalPulse), .key(equalBlock), .newClock(newClock));
	pulseSignal clearPulser(.keyPulse(clearPulse), .key(clearBlock), .newClock(newClock));
	pulseSignal resetPulser(.keyPulse(resetPulse), .key(resetBlock), .newClock(newClock));
	buttonPressDecoder buttonBoardDecoder(.newClock(newClock), .SW(KEY), .buttonInformation(buttonInformationBlock));
	debouncer buttonDebouncer(.newClock(newClock), .information(buttonInformationBlock), .key(buttonInformation));
	pulseSignal buttonPulser(.keyPulse(buttonPulse), .key(buttonInformation), .newClock(newClock)); 
	negativeSwitchDecoder negativeIndicator(.SW17(SW[17]), .negativeKey(negativeKey));
	debouncer negativeDebouncer(.newClock(newClock), .information(negativeKey), .key(negativeBlock));
	pulseSignal negativePulser(.keyPulse(negativePulse), .key(negativeBlock), .newClock(newClock));
endmodule
module matrixRingCounter (newClock, ROW, COL, values);
	input newClock;  
	input [3:0] ROW;  
	output reg [3:0] COL = 4'b1110;  
	output wire [7:0] values;  
	always @(posedge newClock)
	begin
		if ((ROW[0]&ROW[1]&ROW[2]&ROW[3]))  
		begin
		COL <= {COL[2:0], COL[3]};  
		end
	end
	assign values = {COL[0], COL[1], COL[2], COL[3], ROW[0], ROW[1], ROW[2], ROW[3]};  
endmodule
module negativeSwitchDecoder(SW17, negativeKey);
	input SW17;
	output reg [4:0] negativeKey;  
	always @(SW17)  
	begin
		if (SW17)
		begin
			negativeKey <= 5'b10001;
		end
		else
		begin
			negativeKey <= 5'b0;  
		end
	end
endmodule
module pulseSignal(keyPulse, key, newClock);
	input [4:0] key;  
	input newClock;
	output reg [4:0] keyPulse = 5'b00000;	 
	reg Q = 0;
	always @ (posedge newClock)
	begin
		keyPulse <= 5'b00000;	
		if ((key[4]) & ~Q)
		begin
			keyPulse <= key[4:0];  
		end
	Q <= key[4];
	end
	endmodule
[flow/run.sh]
#!/bin/bash
# OpenROAD 26Q1-2900-gdf79404cd8, Yosys 0.63+post, stock flow scripts
make -C /OpenROAD-flow-scripts/flow DESIGN_CONFIG=/design/flow/config.mk WORK_HOME=/design/flow/orfs finish
==> reports/results.ini <==
[synthesis]
top_area_frac=0.355
ys_cells=300
top_cells_by_area=dfxtp_1, xnor2_1, dlxtn_1
most_common_cell=dfxtp_1
common_cells=dfxtp_1, nand2_1, xnor2_1, buf_4, nor2_1
flop_cell=dfxtp_1
ys_types=44
yosys_area_sq_mm=0.00277
syn_inst=300
synth_area_per_cell_sq_um=9.22
edf_count=4
synthArstFlopShare=0
syn_area_sq_mm=0.00277
yosysWarnings=8
largest_area_cell=dfxtp_1
synth_flops=64

[route]
dr.pass1.iters=4
ant_nets=0
wl_mm=4.36
drc=0
drt_iter0_drc=112
vias=1961
antennaDiodeCount=0
vias_per_cell=4.90
wire_per_inst_um=10.9

[power]
leakagePower_nw=1.21
powerDensity_mw_per_mm2=116
ir_drop_uv=93.1

[timing]
min_period_ns=3.06
setup_viol=0
unclocked_regs=37
final-hold-violation-count=0
max-slew-margin-rel=0.607
skew_ns=0.00572
whs_ns=0.469
untimed_endpoints=70
fin_crit_sh=0.625
tns_ns=0
report.final.slew_viol_count=0
tightest_slew_ns=0.586
rsz0062_at_grt=no
fmax_ghz=0.327

[placement]
routabilityCongestion=0.813
placed_cell_area_sq_mm=0.00310
port_buffers=39
dp_hpwl_mm=3.35
numPlacedInstances=396

[clock_tree]
clk_latency_ns=0.27
cts_setup_buffers=0
clk_pin_slew_ns=0.09
ctsHtreeMaxLevel=1
clockBufferDepth=2
cts_tree=yes
cts_buffers=3
cts_hold_buffers=0
cts_resized=0
cts-root-buf=clkbuf_8

[floorplan]
die_h_um=85.1
die_x_um=85.1
coreArea_sq_mm=0.00649
rows=29
chip_area_sq_mm=0.00725
fp_util=0.426
ios=67

[cells_and_area]
drive_above_1_share=0.0433
final_cells=400
fin_util=0.485
logic_area_sq_mm=0.00131
n_fill_cell=581
layout.area.seq_sq_mm=0.00127
area_growth_pct=13.9
design_area_sq_mm=0.00315

[worst_hold_path]
hold_depth=1
hold_class=reg -> reg
hold_end=clock500Hz.counter[0]$_DFF_P_
worstHoldStart=clock500Hz.counter[0]$_DFF_P_

[global_route]
grt_overflow=0
grt_first_pass_wirelength_mm=7.58
antenna_found_initial=0
grt_max_degree=28
grt_pass1_vias=1719
track_usage=0.128

[setup_path]
required_ns=5.04
criticalPathCategory=reg -> reg
regToRegSetupSlack_ns=1.84
reg2reg_to=clock500Hz.counter[5]$_DFF_P_
r2r-start=clock500Hz.counter[3]$_DFF_P_
cp_max_fo=14
crit_arrival_ns=3.20
reg2reg_depth=6
endpoint_kind=flop
startpoint_type=flop

[flow_run]
maxCapViolations=0
warning_count=42

[run_status]
status=complete, no violations

[cell type report]
cell class / instances / area share
multi-input cells: 205 / 0.414
flip-flops and latches: 64 / 0.402
repair buffers: 40 / 0.126
well taps: 77 / 0.0306
clock buffers: 3 / 0.0131
inverters: 10 / 0.0119
clock inverters: 1 / 0.00159
[routing by layer]
| metal | part of all wire | track usage | up-vias | routed length [um] |
|---|---|---|---|---|
| li1 | - | - | 1055 | - |
| met1 | 0.51 | 0.194 | 872 | 2240 |
| met2 | 0.45 | 0.216 | 32 | 1960 |
| met3 | 0.031 | 0.00790 | 2 | 137 |
| met4 | 0.0053 | 0.0123 | 0 | 23 |
| met5 | 0 | 0 | - | 0 |
[layout by cell type (no fill, tap or decap), types with 4 or more instances in the layout]
| master | count |
|---|---|
| a21oi_1 | 6 |
| and2_1 | 9 |
| clkdlybuf4s50_1 | 39 |
| conb_1 | 10 |
| dfxtp_1 | 49 |
| dlxtn_1 | 11 |
| edfxtp_1 | 4 |
| inv_1 | 10 |
| nand2_1 | 23 |
| nand3_1 | 15 |
| nand4_1 | 5 |
| nor2_1 | 20 |
| nor2b_1 | 11 |
| nor3_1 | 11 |
| nor4_1 | 7 |
| o21ai_0 | 6 |
| or3_1 | 7 |
| or4_1 | 8 |
| xnor2_1 | 23 |
| xor2_1 | 8 |
[sequential cells by signal, summed over array words and instances, names as in the netlist, 3 cells and up]
register and cells:
matrixDecoder.operatorKey 3, keypadMatrixRingCounter.COL 4, matrixDecoder.numberKey 5, clock500Hz.counter 26
numberPulser.keyPulse 5, operatorPulser.keyPulse 3, buttonPulser.keyPulse 3
[cell families (layout without fill, tap and decap cells)]
family / Yosys count / after routing / share of synthesized area
xor gates and xnor gates: 31 / 31 / 0.0982
DFF: 53 / 53 / 0.398
buffers and inverters: 40 / 54 / 0.0824
and+or+nand+nor: 137 / 137 / 0.292
muxes: 2 / 2 / 0.00724
other: 1 / 10 / 0.00136
adders and majority gates: 1 / 1 / 0.00452
latches: 11 / 11 / 0.0597
AOI/OAI and AO/OA: 24 / 24 / 0.0566
[worst max path at each step]
stage / to / start / depth (start not counted) / slack, ns
after global routing: clock500Hz.counter[1]$_DFF_P_ / clock500Hz.counter[3]$_DFF_P_ / 6 / 1.65
final: clock500Hz.counter[5]$_DFF_P_ / clock500Hz.counter[3]$_DFF_P_ / 6 / 1.84
after CTS: clock500Hz.counter[5]$_DFF_P_ / clock500Hz.counter[3]$_DFF_P_ / 6 / 1.84
[report_power, final]
part	leakage, nW	total (mW)	switching [mW]	internal [mW]
Sequential	0.516	0.221	0.0000407	0.221
Combinational	0.669	0.0202	0.00882	0.0114
Clock	0.0255	0.125	0.0684	0.0569
Total	1.21	0.366	0.0772	0.289
[through the flow]
step / setup slack [ns] / power [mW]
after floorplan: 2.50 / 0.240
after global placement: 1.84 / 0.246
after detailed placement: 1.86 / 0.246
after CTS: 1.84 / 0.373
after global routing: 1.65 / 0.383
final: 1.84 / 0.366
[critical path, stage by stage (launching register included)]
cell     delay, ns
dfxtp_1       0.54
nand4_2       0.39
nor4_4        0.57
xnor2_1       0.16
or4b_4        0.57
nor4_4        0.59
nor2_1        0.10
Power figures rest on the tool's default switching activity, not on a simulated workload.
