==> flow/design.v <==
module bcdEncoder(signedInput, sign, binary1, binary2, binary3, binary4, binary5, binary6);
	input [20:0] signedInput;  
	output reg [3:0] binary1;  
	output reg [3:0] binary2; 
	output reg [3:0] binary3; 
	output reg [3:0] binary4; 
	output reg [3:0] binary5; 
	output reg [3:0] binary6;  
	output reg sign;
	reg [20:0] modulus;
	always @(signedInput)
	begin
	if (signedInput[20])  
		begin
		modulus <= ~signedInput + 1'b1;  
		sign <= 1;	
		end
	else 
		begin
		modulus <= signedInput;
		sign <= 0;
		end
	binary1 <= (modulus)%10; 
	binary2 <= (modulus/10)%10;  
	binary3 <= (modulus/100)%10;
	binary4 <= (modulus/1000)%10;
	binary5 <= (modulus/10000)%10;
	binary6 <= (modulus/100000)%10;
	end
endmodule
==> flow/run.sh <==
#!/bin/bash
# OpenROAD 26Q1-2900-gdf79404cd8, Yosys 0.63+post, stock flow scripts
make -C /OpenROAD-flow-scripts/flow DESIGN_CONFIG=/design/flow/config.mk WORK_HOME=/design/flow/orfs finish
==> flow/config.mk <==
export PLATFORM = sky130hd
export DESIGN_NAME = bcdEncoder
export DESIGN_NICKNAME = bcdEncoder
export VERILOG_FILES = /design/flow/design.v
export SDC_FILE = /design/flow/constraint.sdc
export NUM_CORES = 4
export LEC_CHECK = 1
export CORE_UTILIZATION = 40
==> flow/constraint.sdc <==
current_design bcdEncoder

set clk_period 33.8
set clk_io_pct 0.2

create_clock -name clk0 -period $clk_period

set non_clock_inputs [all_inputs -no_clocks]
set_input_delay [expr $clk_period * $clk_io_pct] -clock clk0 $non_clock_inputs
set_output_delay [expr $clk_period * $clk_io_pct] -clock clk0 [all_outputs]
==> metrics.log <==
[flow] summary of implementation run
[metrics] clkbuf count: 0
[metrics] Die H: 164 µm
[metrics] Final Routed Wirelength: 37.4 mm
[metrics] highest cell delay on the worst timing path: 0.90 ns
[metrics] overall fraction of global-route tracks in use: 0.274
[metrics] run status: complete, no violations
[metrics] maximum operating frequency: 0.0385 GHz
[metrics] DRC: 0
[metrics] diodes inserted: 0
[metrics] initial detailed-routing violation count: 1268
[metrics] cell total after placement: 1948
[metrics] Die Width: 164 µm
[metrics] number of buffers inserted by hold repair at cts: 0
[metrics] total congestion overflow after global routing: 0
[metrics] time the final worst path needs with I/O delays and setup: 25.97 ns
[metrics] crit path launch type: input port
[metrics] type of element capturing the critical path: output pin
[metrics] max-cap check violation count: 0
[metrics] most common logic cells in the final layout: nand2_1 (169), nor2_1 (139), a21oi_1 (113)
[metrics] most common cell after layout, fill and taps aside: nand2_1
[metrics] library cell contributing the largest single delay on the critical path: or4_1
[metrics] kind of critical path: in2out
[metrics] remaining number of nets flagged by the antenna check after routing: 0
[metrics] synthesized chip area reported by yosys: 10500 µm²
[metrics] sequential cell area in the final layout: 0 µm²
[metrics] WL/cell: 19.2 µm
[metrics] wire length of the first global-routing pass: 60.0 mm
[metrics] Final Slew Violations: 0
[metrics] Arr. time, crit path: 19.21 ns
[metrics] post-route core utilization: 0.444
[metrics] maximum fanout along the worst path: 22
[metrics] I/O pins: 46
[metrics] final count of negative-setup-slack endpoints: 0
[metrics] OpenROAD warning count: 33
[metrics] yosys warning tally: 1
[metrics] quantity of I/O buffers inserted on ports: 46
[metrics] Final Hold Violation Tally: 0
[metrics] floorplan utilization: 0.413
[metrics] fraction of final layout cells with drive strength greater than 1: 0.0828
[metrics] area enclosed by the die boundary: 26900 µm²
[metrics] Max transition margin: 0.367
[metrics] number of standard-cell rows in the floorplan: 58
[metrics] cell count after synthesis: 1641
[metrics] vias per std cell: 6.87
[metrics] number of cell instances after yosys synthesis: 1641
[metrics] unrepaired setup endpoints after global routing: no
[metrics] worst hold slack across all endpoints: 14.39 ns
[metrics] count of buffers added by post-CTS timing repair for setup: 0
[metrics] Area growth syn-to-layout: 7.70%
[metrics] Core Region: 25500 µm²
[metrics] register area share after synthesis: 0
[metrics] average footprint of a synthesized cell: 6.41 µm²
[metrics] post-layout instance count excluding filler cells: 1948
[metrics] number of global-route vias before repair: 11.4k
[metrics] distinct cell type count after synthesis: 110
[metrics] number of sequential cells in the layout: 0
[metrics] maximum number of pins on one net before global-route repair: 38
[metrics] worst min-delay path class: in2out
[metrics] accumulated negative setup slack: 0 ns
[metrics] actual slew at the worst max-slew pin: 0.950 ns
[metrics] weighted congestion at the end of routability-driven global placement: 0.988
[metrics] total via count after detailed routing: 13.4k
[metrics] Resized cells post-CTS: 0
[metrics] required time of the critical path: 27.04 ns
[metrics] total half-perimeter wirelength after legalization and detailed placement: 28.6 mm
[metrics] antenna violations before repair: 0
[metrics] Post-Synthesis Cell Area: 10500 µm²
[metrics] period utilization: 0.768
[metrics] number of detailed-route iterations in the first pass: 5
-- synth_stat cells (all sizes together) (14+ instances only) --
library cell,instances,share of area
clkbuf,86,0.031
or3,25,0.015
o22ai,18,0.012
o31ai,26,0.020
nor4,32,0.025
xor2,25,0.021
xnor2,91,0.077
nor2,145,0.053
o21ai,120,0.058
and3,14,0.0083
nor3,60,0.029
nand2b,20,0.012
a211oi,40,0.030
and2,18,0.011
a31oi,34,0.022
mux2i,22,0.021
o221ai,21,0.017
nand3,72,0.034
o211ai,38,0.029
or2,18,0.011
a21oi,115,0.055
a221oi,16,0.016
or4,16,0.012
o211a,17,0.016
nand2,170,0.061
o311ai,14,0.015
buf,28,0.014
inv,29,0.010
nand4,24,0.014
o31a,14,0.012
a22oi,15,0.011
-- layout make-up --
type / instances / area [µm²]
timing repair buffer: 91 / 798
tap: 330 / 413
fill: 2645 / 14200
multi-input combinational: 1498 / 10000
inverter: 29 / 109
-- worst paths after layout --
kind                  startpoint    endpoint  slack (ns)  cells past startpoint
setup / recovery  signedInput[6]  binary4[3]        7.83                     34
hold / removal    signedInput[0]  binary1[0]       14.39                      2
-- per-stage QoR --
| stage | cell area, µm² | worst slack [ns] |
|---|---|---|
| finish | 11300 | 7.83 |
| CTS | 11300 | 7.98 |
| global placement | 11300 | 8.04 |
| global route | 11300 | 6.94 |
| detailed placement | 11300 | 8.04 |
| floorplan | 10500 | 11.42 |
-- kinds of logic (layout without fill, tap and decap cells) --
group	after synthesis	in the layout	synth area share
AND-OR/OR-AND	681	681	0.482
XOR/XNOR	116	116	0.0974
adder cells (fa/ha/maj)	21	21	0.0226
buffers and inverters	143	120	0.0550
multiplexers	27	27	0.0284
AND/OR/NAND/NOR	653	653	0.315
-- worst max-delay path, delay by kind of cell --
family,cells,cell delay (ns)
AND/OR/NAND/NOR,11,4.26
AND-OR/OR-AND,15,5.06
buffers and inverters,5,1.73
XOR/XNOR,3,1.36
-- routing by layer --
| metal | up-vias | global-route usage | share of wire |
|---|---|---|---|
| met3 | 72 | 0.0149 | 0.068 |
| met2 | 587 | 0.437 | 0.45 |
| li1 | 6492 | - | - |
| met5 | - | 0 | 0 |
| met1 | 6240 | 0.399 | 0.46 |
| met4 | 0 | 0.0774 | 0.025 |
