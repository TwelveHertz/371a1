==> design.v <==
module displayManager (register, HEX0, HEX1, HEX2, HEX3, HEX4, HEX5, HEX6, HEX7);
	input [31:0] register;  
	output [6:0] HEX0, HEX1, HEX2, HEX3, HEX4, HEX5, HEX6, HEX7;  
	displayOperand d0(register[3:0], HEX0);  
	displayOperand d1(register[7:4], HEX1);  
	displayOperand d2(register[11:8], HEX2);
	displayOperand d3(register[15:12], HEX3);
	displayOperand d4(register[19:16], HEX4);
	displayOperand d5(register[23:20], HEX5);
	displayOperand d6(register[27:24], HEX6);
	displayOperand d7(register[31:28], HEX7);
endmodule
module displayOperand (register, Hex);
	input [3:0] register;  
	output reg [6:0] Hex;  
	always @(*)  
	begin
		case(register)
		4'b0000: Hex = 7'b1000000;  
		4'b0001: Hex = 7'b1111001;  
		4'b0010: Hex = 7'b0100100;  
		4'b0011: Hex = 7'b0110000;  
		4'b0100: Hex = 7'b0011001;  
		4'b0101: Hex = 7'b0010010;  
		4'b0110: Hex = 7'b0000010;  
		4'b0111: Hex = 7'b1111000;  
		4'b1000: Hex = 7'b0000000;  
		4'b1001: Hex = 7'b0010000;  
		4'b1111: Hex = 7'b0111111;  
		default:	Hex = 7'b1111111;
		endcase
	end
endmodule
==> run.sh <==
#!/bin/bash
# OpenROAD 26Q1-2900-gdf79404cd8, Yosys 0.63+post, stock flow scripts
make -C /OpenROAD-flow-scripts/flow DESIGN_CONFIG=/design/flow/config.mk WORK_HOME=/design/flow/orfs finish
==> config.mk <==
export PLATFORM = sky130hd
export DESIGN_NAME = displayManager
export DESIGN_NICKNAME = displayManager
export VERILOG_FILES = /design/flow/design.v
export SDC_FILE = /design/flow/constraint.sdc
export NUM_CORES = 4
export LEC_CHECK = 1
export CORE_AREA = 10 10 77 77
export DIE_AREA = 0 0 87 87
==> constraint.sdc <==
current_design displayManager

set clk_period 1.5
set clk_io_pct 0.2

create_clock -name clk0 -period $clk_period

set non_clock_inputs [all_inputs -no_clocks]
set_input_delay [expr $clk_period * $clk_io_pct] -clock clk0 $non_clock_inputs
set_output_delay [expr $clk_period * $clk_io_pct] -clock clk0 [all_outputs]
==> run summary <==
Update from the flow run.

Entering global routing, the biggest net connects 13 pins. For this design, Yosys synthesis ends with a cell count of ~270. The via count of the first global-routing pass came to ~2100.

Across the run, the number of max-cap violations was 0. After Yosys synthesis, AND-OR and OR-AND compound gates account for between 30 and 40% of the synthesized area. Looking at the VDD voltage map, the peak drop is around 0.14 mV. Per the synthesis report, the number of distinct cell types is 25. Setup repair after global routing could not meet its margin everywhere. The synthesized-area fraction occupied by xor and xnor cells is under 10%. The number of routed nets with antenna violations is 0.

In the finished layout, the clock tree contains a buffer count of 0. OpenROAD emitted warnings numbering ~75. The first-pass GRT wire length is 9620 um.

The number of diodes is 0. The report shows a maximum critical-path fanout of 4. The post-synthesis to final-layout area growth is 94.2%.

The final worst-path setup slack is -5.30 ps. The die covers roughly 7600 sq um. The violation count after the first detailed-route iteration is 67. The proportion of synthesized area in mux cells is between 2 and 3%.

The run finished, with violations left. Dividing the detail-routed via count by the number of cells gives around 4.9. The adder-cell area share of the yosys netlist is about a third.

The post-route clock period utilization is 100%. The final route contains roughly 2300 vias. The analysis attributes to cell leakage a power of 1.66 nW. The normalized max-slew margin is 85.0%. The fmax is roughly 660 MHz. Grouping non-sequential cells by family puts the most area in adder cells. The pre-antenna-repair detailed-routing pass consisted of 4 iterations. Per the placement log, port buffering inserted between 80 and 90 buffers.

The power per standard cell area is between 200 and 300 nW/um^2. The remaining global-route overflow is 0. The type of the tightest min-delay check is in2out.

In this design, the stage delay of the slowest critical-path cell is 230 ps. Per the OpenROAD floorplan log, the width of the die is around 87 um. Of the total synthesized cell area, the portion taken by AND, OR, NAND and NOR gates is approximately 15%. In the post-route report, total wirelength is listed as approximately 6000 um. The number of pins with negative max-slew slack in the final report is 0.

The checks that failed: negative setup slack. The worst setup path is of the in2out kind. The worst-case hold slack is a little under 1000 ps. STA classifies the critical path endpoint as an output pin. The number of synthesis warnings is 1. Once the floorplan was initialized, standard cells occupied 40.8% of the core. between 80 and 90 I/O pins were placed. The share of the synthesized area in the top cell type is 33.8%. The remaining design rule violation count is 0. For the finished layout, the period the worst path requires is about 1500 ps.

The number of endpoints with negative hold slack in the final report is 0. The critical path contains buffers and inverters numbering 4 combined. According to the Yosys statistics, the synthesized design has a chip area of between 1500 and 2000 sq um. The HPWL after detailed placement is between 4000 and 5000 um.

The most common logic cells in the final layout are 53 x buf_4, 26 x o21ai_1, 26 x buf_6. From bottom edge to top edge, the die measures 87 um. There are 0 flip-flops and latches. The cell type with the largest total area after synthesis is ha_1.

Sequential cells were found to cover 0% of the synthesized design area. Global routing consumed, over all layers together, between 10 and 15% of the routing resources. The register area is 0 sq um.

The cell family with the largest share of critical-path delay is buffers and inverters. The slowest cell on the critical path is or2_4. The count of final setup violators is 3. The final weighted congestion in routability-driven placement is between 0.8 and 0.9. The worst endpoint required time is between 1000 and 1500 ps. The cell count after synthesis came out at 271. The worst setup path is launched from an input port.

The number of cell rows is 24. The fraction of layout cells with a size suffix above 1 is between 50% and 60%. The most common cell after layout, fill and taps aside is buf_4. The data arrival time reported for the critical path is 1210 ps. The core area is 4350 sq um. The routed length per instance is ~13 um. The number of antenna violations at the first check in global routing was 0. The signal on the critical path passes through buf_8 -> inv_6 -> ha_4 -> or2_4 -> a21oi_4 -> buf_6 -> a21oi_1 -> buf_2. The slew at the pin with the worst max-slew slack is 225 ps. After synthesis the cells add up to 1780 sq um. At the placement stage, the worst setup path has a slack of -789 ps. A synthesized cell averages 6.56 sq um.

Sorting the synthesized cells by area gives the leading types as ha_1 34%, o21ai_0 12%, a21oi_1 9.3%.
## repair_timing
action,4_1_cts,5_1_grt
hold buffers,0,0
setup buffers,14,1
cloned,1,0
setup endpoints to repair,56,42
gates resized,345,85
pin swaps,36,18
## cell usage after synthesis
cell and count:
inv_1 41, buf_2 3, buf_4 7, nand2b_1 15
mux2_2 1, nor2_1 20, ha_1 48, xnor2_1 1
xor2_1 3, a31oi_1 11, clkbuf_2 1, a21oi_1 33
o211ai_1 3, nor2b_1 2, a22oi_1 4, a2bb2oi_1 1
nand2_1 13, o22a_1 1, a21oi_2 5, or2_2 4
mux2i_1 4, o21ai_1 2, or2_1 3, o21ai_0 44
buf_6 1
## layer usage
metal / track usage [%] / share of wire, % / vias to the layer above
li1: - / - / 1216
met1: 19.2 / 48 / 1022
met2: 23.8 / 45 / 53
met3: 4.43 / 7.9 / 0
met4: 0.147 / 0 / 0
met5: 0 / 0 / -
## where the power goes
part | internal (mW) | switching (mW) | leakage [nW]
Clock | 0 | 0 | 0
Combinational | 0.516 | 0.400 | 1.66
Sequential | 0 | 0 | 0
## worst paths after layout
kind | startpoint | to | slack [ps] | depth (start not counted)
setup / recovery | register[21] | HEX5[3] | -5 | 8
hold / removal | register[26] | HEX6[6] | 970 | 4
## cell type report
type,count,area [sq um]
inverter,41,181
tap,52,65.1
multi-input combinational,218,1920
fill,287,903
timing repair buffer,158,1290
## kinds of logic after synthesis
group | Yosys count
AND-OR/OR-AND | 104
AND/OR/NAND/NOR | 57
buffers and inverters | 53
adder cells (fa/ha/maj) | 48
multiplexers | 5
XOR/XNOR | 4
## through the flow
| stage | utilization [%] | std cells | cell area [sq um] | TNS (ps) | power [mW] |
|---|---|---|---|---|---|
| after detailed placement | 70.1 | 454 | 3050 | -37830 | 0.831 |
| after global routing | 79.3 | 469 | 3450 | -431 | 1.02 |
| after floorplan | - | 271 | 1780 | 0 | 0.286 |
| after global placement | 70.1 | 454 | 3050 | -37590 | 0.829 |
| final | 79.3 | 469 | 3450 | -11.5 | 0.916 |
| after CTS | 76.0 | 468 | 3310 | -15.3 | 0.853 |
No activity file was given, so power comes from the tool's default toggle rates.
